[/design/flow/design.v]
`timescale 1ns / 1ps
module Adder(
input [15:0]dataa,datab,
output reg[15:0]sum
    );
    always @(*)
    begin
    sum=dataa+datab;
    end
endmodule
`timescale 1ns / 1ps
module Shifter(
input [7:0]inp,
input [1:0]shift_cntrl,
output reg [15:0]shift_out
    );
    always @(*)
    begin
    case(shift_cntrl)
    2'b00:shift_out={8'd0,inp};
    2'b01:shift_out={4'b0000,inp,4'b0000};
    2'b10:shift_out={inp,8'd0};
    2'b11:shift_out={8'd0,inp};
    default:shift_out=16'bx;  
    endcase
    end
endmodule
`timescale 1ns / 1ps
module Top_module(
input [7:0]dataa,
input [7:0]datab,
input clk,
input reset_a,
input start,
output done,
output [15:0]product8x8_multiplier,
output seg_a,seg_b,seg_c,seg_d,seg_e,seg_f,seg_g,
output [2:0]state_out
    );
    wire [3:0]aout,bout;
    wire [1:0]count;
    wire [1:0]sel;
    wire [1:0]shift;
    wire [7:0]product;
    wire [15:0]shift_out;
    wire [15:0]sum;
    wire sclr_n;
    wire clk_ena;
    counter count1(.clk(clk),.aclr_n(~start),.count_out(count));
    mux4A MA(.mux_in_a(dataa[3:0]),.mux_in_b(dataa[7:4]),.mux_sel(sel[1]),.mux_out(aout));
    mux4B MB(.mux_in_a(datab[3:0]),.mux_in_b(datab[7:4]),.mux_sel(sel[0]),.mux_out(bout));
    mult4x4 mult(.dataam(aout),.databm(bout),.product(product));
    Shifter S(.inp(product),.shift_cntrl(shift),.shift_out(shift_out));
    Adder add(.dataa(shift_out),.datab(product8x8_multiplier),.sum(sum));
    reg16 re(.clk(clk),.sclr_n(sclr_n),.clk_ena(clk_ena),.datain(sum),.reg_out(product8x8_multiplier));
    mult_control multControl(.clk(clk),.reset_a(reset_a),.start(start),.count(count),
    .input_sel(sel),.shift_sel(shift),.state_out(state_out),.done(done),.clk_ena(clk_ena),.sclr_n(sclr_n));
    seven_segment_cntrl ss(.inp(state_out),.seg_a(seg_a),.seg_b(seg_b),.seg_c(seg_c),
    .seg_d(seg_d),.seg_e(seg_e),.seg_f(seg_f),.seg_g(seg_g));
endmodule
`timescale 1ns / 1ps
module counter(
input clk,
input aclr_n,
output reg[1:0]count_out
    );
    always@(posedge clk or negedge aclr_n)
    begin
     if(!aclr_n)
     count_out<=2'b00;
     else
     count_out<=count_out+1;
    end
endmodule
`timescale 1ns / 1ps
module mult4x4(
input [3:0]dataam,databm,
output [7:0]product
    );
    assign product=dataam*databm;
endmodule
`timescale 1ns / 1ps
module mult_control(
input clk,
input reset_a,
input start,
input [1:0]count,
output reg[1:0]input_sel,
output reg[1:0]shift_sel,
output [2:0]state_out,
output reg done,
output reg clk_ena,
output reg sclr_n);
reg [2:0]next_state, state;
parameter [2:0]IDLE=3'b000,
LSB=3'b001,
MID=3'b010,
MSB=3'b011,
CALC_DONE=3'b100,
ERR=3'b101;
always @(posedge clk)
begin
if(!reset_a)
state<=IDLE;
else
state<=next_state;
end
always@(*)
begin
input_sel=2'bxx;
shift_sel=2'bxx;
done=1'b0;
clk_ena=1'b0;
sclr_n=1'b1;
case(state)
IDLE:begin
if(start)
begin
next_state=LSB;
clk_ena=1'b1;
sclr_n=1'b0;
end
else
next_state=state;
end
LSB:begin
if(start==0&&count==0)
begin
next_state=MID;
input_sel=2'b00;
shift_sel=2'b00;
sclr_n=1'b1;
clk_ena=1'b1;
end
else
begin
next_state=ERR;
input_sel=2'bxx;
shift_sel=2'bxx;
clk_ena=1'b0;
sclr_n=1'b1;
end
end
MID:begin
if(start==0&&count==1)
begin
next_state=state;
input_sel=2'b01;
shift_sel=2'b01;
done=1'b0;
clk_ena=1'b1;
sclr_n=1'b1;end
else if(start==0&&count==2)
begin
next_state=MSB;
input_sel=2'b10;
shift_sel=2'b01;
clk_ena=1'b1;
sclr_n=1'b1;
end
else
begin
next_state=ERR;
input_sel=2'bxx;
shift_sel=2'bxx;
done=1'b0;
clk_ena=1'b0;
sclr_n=1'b1;
end
end
MSB:begin
if(start==0&&count==3)
begin
next_state=CALC_DONE;
input_sel=2'b11;
shift_sel=2'b10;
done=1'b0;
clk_ena=1'b1;
sclr_n=1'b1;
end
else
begin
next_state=ERR;
input_sel=2'bxx;
shift_sel=2'bxx;
done=1'b0;
clk_ena=1'b0;
sclr_n=1'b1;
end
end
CALC_DONE:begin
if(start==0)
begin
next_state=IDLE;
input_sel=2'bxx;
shift_sel=2'bxx;
done=1'b1;
clk_ena=1'b0;
sclr_n=1'b1;
end
else
begin
next_state=ERR;
input_sel=2'bxx;
shift_sel=2'bxx;
done=1'b0;
clk_ena=1'b0;
sclr_n=1'b1;
end
end
ERR:begin
if(start==1)
begin
next_state=LSB;
input_sel=2'bxx;
shift_sel=2'bxx;
done=1'b0;
clk_ena=1'b1;
sclr_n=1'b0;
end
else
begin
next_state=state;
input_sel=2'bxx;
shift_sel=2'bxx;
done=1'b0;
clk_ena=1'b0;
sclr_n=1'b1;
end
end
endcase
end
assign state_out=state;
endmodule
`timescale 1ns / 1ps
module mux4A(
input[3:0] mux_in_a,mux_in_b,
input mux_sel,
output reg[3:0]mux_out
    );
    always@(*)
    begin
    case(mux_sel)
    1'b0:mux_out=mux_in_a;
    1'b1:mux_out=mux_in_b;
    endcase
    end
endmodule
`timescale 1ns / 1ps
module mux4B(
input[3:0] mux_in_a,mux_in_b,
input mux_sel,
output reg[3:0]mux_out
    );
    always@(*)
    begin
    case(mux_sel)
    1'b0:mux_out=mux_in_a;
    1'b1:mux_out=mux_in_b;
    default:mux_out=4'b0000;
    endcase
    end
endmodule
`timescale 1ns / 1ps
module reg16(
input clk,
input sclr_n,
input clk_ena,
input [15:0]datain,
output reg [15:0]reg_out
    );
    always@(posedge clk)
    begin 
    if(clk_ena)
    begin
    if(!sclr_n)
    reg_out<=16'd0;
    else
    reg_out<=datain;
    end
    else
    reg_out<=reg_out;
    end
endmodule
`timescale 1ns / 1ps
module seven_segment_cntrl(
input [2:0]inp,
output reg seg_a,seg_b,seg_c,seg_d,seg_e,seg_f,seg_g
    );
    always @(*)
    begin
    case(inp)
    3'b000:{seg_a,seg_b,seg_c,seg_d,seg_e,seg_f,seg_g}=7'b1111110;
    3'b001:{seg_a,seg_b,seg_c,seg_d,seg_e,seg_f,seg_g}=7'b0110000;
    3'b010:{seg_a,seg_b,seg_c,seg_d,seg_e,seg_f,seg_g}=7'b1101101;
    3'b011:{seg_a,seg_b,seg_c,seg_d,seg_e,seg_f,seg_g}=7'b1111001;
    default:{seg_a,seg_b,seg_c,seg_d,seg_e,seg_f,seg_g}=7'b1001111;
    endcase
    end
endmodule
[/design/flow/run.sh]
#!/bin/bash
# OpenROAD 26Q1-2900-gdf79404cd8, Yosys 0.63+post, stock flow scripts
make -C /OpenROAD-flow-scripts/flow DESIGN_CONFIG=/design/flow/config.mk WORK_HOME=/design/flow/orfs finish
[/design/flow/config.mk]
export PLATFORM = sky130hd
export DESIGN_NAME = Top_module
export DESIGN_NICKNAME = Top_module
export VERILOG_FILES = /design/flow/design.v
export SDC_FILE = /design/flow/constraint.sdc
export NUM_CORES = 4
export LEC_CHECK = 1
export CORE_UTILIZATION = 40
[/design/flow/constraint.sdc]
current_design Top_module

set clk_period 13.6
set clk_io_pct 0.2

create_clock -name clk0 -period $clk_period [get_ports {clk}]

set non_clock_inputs [all_inputs -no_clocks]
set_input_delay [expr $clk_period * $clk_io_pct] -clock clk0 $non_clock_inputs
set_output_delay [expr $clk_period * $clk_io_pct] -clock clk0 [all_outputs]
==> flow_metrics.tcl <==
# yosys + openroad results
set metrics [dict create \
    status "finished clean" \
    place_hpwl_um 4420 \
    period_needed_ns 8.66 \
    fin_crit_sh_pct 63.7 \
    cts.hold.buffers_added 0 \
    diodes 0 \
    ff_type "edfxtp_1" \
    cts_tree "done" \
    grt_first_pass_wirelength_um 8680 \
    ff2ff_path_depth 24 \
    clk_pin_slew_ns 0.09 \
    yosysCellCount 300 \
    grt_pass1_vias 1877 \
    top_logic_kind "simple AND/OR/NAND/NOR gates" \
    drtIter0Drc 74 \
    topCellsByArea "edfxtp_1 (19%), ha_1 (17%), nor2_1 (7.3%), fa_1 (4.0%), mux2i_1 (4.0%)" \
    wire_per_inst_um 13.3 \
    track_usage_pct 17.3 \
    die_x_um 81.6 \
    antenna_found_initial 0 \
    finalSetupViolations 0 \
    cts_buffer_depth 2 \
    cts-resized-gates 0 \
    utilization_pct 51.0 \
    warnings 30 \
    grt_start_max_net_pins 18 \
    ys_warn_count 8 \
    startpoint_type "input port" \
    unclocked_regs 3 \
    grt_use_met3_pct 3.38 \
    yosysTopAreaCellShare_pct 19.0 \
    seqCellArea_um2 636 \
    port_buffers 45 \
    viasPerCell 5.39 \
    yosys-stat-area_mm2 0.00253 \
    yosysUniqueCellTypes 54 \
    clock_latency_ns 0.27 \
    finalHoldViolCount 0 \
    power_density_mw_per_mm2 78.7 \
    cts_root_buf "clkbuf_8" \
    hp-start "count1.count_out[0]" \
    cts_buffers 3 \
    slew_headroom_pct 58.1 \
    fillers 562 \
    min_path_cells 1 \
    ys.flops 24 \
    fmax_mhz 116 \
    yosys.area_share.adder_pct 20.8 \
    gp_congestion 0.833 \
    gr-total-overflow 0 \
    met2_usage_pct 25.5 \
    aoi_share_pct 19.5 \
    crit_required_ns 13.61 \
    whs_endpoint "count1.count_out[0]" \
    slew_violations 0 \
    reg2reg_from "multControl.state[1]" \
    worst_pin_slew_ns 0.629 \
    setup_tns_ns 0 \
    rows 28 \
    postLayoutCellArea_mm2 0.00307 \
    dieArea_mm2 0.00665 \
    syn-instance-count 300 \
    ios 46 \
    postRouteAntennaNets 0 \
    placed_area_mm2 0.00303 \
    finClkSkew_ns 0.0146 \
    arrival_ns 8.67 \
    crit_path_end_kind "flip-flop" \
    fp_util_pct 42.0 \
    crit_fanout 9 \
    cts_setup_buffers 0 \
    grtUsageMet1_pct 27.8 \
    die_h_um 81.6 \
    synthArstFlopShare_pct 8.33 \
    synth_area_mm2 0.00253 \
    combGateArea_mm2 0.00176 \
    xor_share_pct 4.15 \
    grt.busiest_layer "met1" \
    areaGrowthSynthToFinish_pct 21.4 \
    reg2reg_slack_ns 6.90 \
    power_leakage_nw 1.32 \
    vdd_drop_max_mv 0.0700 \
    maxCapViolCount 0 \
    rsz0062_at_grt "no" \
    critPathKind "in -> reg" \
    hp-class "reg -> reg" \
    edf_count 16 \
    drive_above_1_share_pct 4.13 \
    r2r_end "re.reg_out[11]" \
    ys_sh_mux_pct 3.95 \
    untimed_endpoints 3 \
    core_area_mm2 0.00603 \
    routed_wl_um 5530 \
    simple_gate_share_pct 21.3 \
    htreeDepth 1 \
    vias 2232 \
    layout_top_cell "nor2_1" \
    first_pass_iters 4 \
    yosysTopAreaCell "edfxtp_1" \
    drc 0 \
    avgSynthCellArea_um2 8.44 \
    lay_top_cells "nor2_1 (49), clkdlybuf4s50_1 (45), ha_1 (34)" \
]
## worst max-delay path, cell delays in order
cell             delay, ns
clkdlybuf4s50_1       0.64
nor2b_1               0.13
a211oi_2              0.46
mux2i_1               0.24
or2_2                 0.36
fa_1                  0.53
inv_1                 0.05
fa_1                  0.55
inv_1                 0.06
fa_1                  0.45
inv_1                 0.08
a21o_1                0.10
a21oi_1               0.07
xnor2_1               0.28
a22o_1                0.20
ha_1                  0.31
a2111oi_0             0.39
o21ai_0               0.18
a221oi_2              0.44
o21ai_0               0.19
xnor2_1               0.16
nor2_1                0.05
## report_power, final
| group | internal, mW | switching [mW] | leakage [nW] | total (mW) |
|---|---|---|---|---|
| combinational | 0.0554 | 0.0590 | 1.06 | 0.114 |
| clock | 0.0205 | 0.0230 | 0.0255 | 0.0434 |
| sequential | 0.0795 | 0.00463 | 0.233 | 0.0841 |
## sequential cells by signal, indices dropped and copies added (netlist names)
register	cells
re.reg_out	16
multControl.state	3
count1.count_out	2
multControl.next_state	3
## synthesized netlist by cell type (all sizes together), types with 2 or more instances
library cell   n
or4            2
nor2          49
edfxtp        16
a22o           7
o211ai         4
ha            34
o21ai         17
a21boi         2
a21o           5
a21oi         11
nor3b          2
nand4          2
nand2b         3
a31oi          3
buf            4
clkbuf         7
and2           7
dlxtn          3
dfrtp          2
xor2           5
nand3          5
o21a           5
mux2i         10
dfxtp          3
a2111oi        2
nor4b          2
nor3          10
or2            4
nand2         18
a211oi         6
nor2b          4
and3           3
xnor2          7
inv           20
fa             5
## through the flow
| step | power, mW | setup WS (ns) | hold WS [ns] | std cells |
|---|---|---|---|---|
| CTS | 0.244 | 4.91 | 0.507 | 414 |
| detailed placement | 0.200 | 4.65 | 0.495 | 410 |
| global placement | 0.200 | 4.75 | 0.483 | 410 |
| global route | 0.263 | 4.48 | 0.540 | 414 |
| floorplan | 0.166 | 5.71 | 0.465 | 300 |
| finish | 0.242 | 4.94 | 0.502 | 414 |
## worst max-delay path by stage
stage         depth (start not counted)  start             end
CTS                                  22  start  re.reg_out[11]
global route                         22  start  re.reg_out[11]
finish                               22  start  re.reg_out[11]
## cell families (layout without fill, tap and decap cells)
group	count (synthesis)	count (layout)
adder cells (fa/ha/maj)	39	39
multiplexers	10	10
buffers and inverters	31	70
AND-OR/OR-AND	71	71
flip-flops	21	21
AND/OR/NAND/NOR	113	113
XOR/XNOR	12	12
latches	3	3
## per-layer routing
metal  vias to the layer above  routed length, um  share of wire [%]
li1                       1156                  -                  -
met1                      1036               2850                 52
met2                        38               2400                 43
met3                         2                246                4.5
met4                         0                 26               0.47
met5                         -                  0                  0
## final cells by class
class / count / area share [%]
sequential: 24 / 20.7
clock inverter: 1 / 0.163
timing repair buffer: 46 / 14.9
tap: 75 / 3.05
inverter: 20 / 2.44
clock buffer: 3 / 1.34
multi-input combinational: 245 / 57.4
No activity file was given, so power comes from the tool's default toggle rates.
